==> design/flow/design.v <==
module REG_FILE(
    input [4:0] read_reg_num1,
    input [4:0] read_reg_num2,
    input [4:0] write_reg,
    input [31:0] write_data,
    output reg [31:0] read_data1,
    output reg [31:0] read_data2,
    input regwrite,
    input clock,
    input reset
);
    reg [31:0] reg_memory [31:0];  
    integer i;
    always @(posedge clock or posedge reset) begin
        if (reset) begin
            for (i = 1; i < 32; i = i + 1) begin
                reg_memory[i] <= i;
            end
            reg_memory[0] <= 0;  
        end else if (regwrite && write_reg != 0) begin
            reg_memory[write_reg] <= write_data;
        end
    end
    always @(*) begin
        read_data1 = reg_memory[read_reg_num1];
        read_data2 = reg_memory[read_reg_num2];
    end
endmodule
module ALU (
    input [31:0] in1,in2, 
    input[3:0] alu_control,
    output reg [31:0] alu_result,
    output reg zero_flag
);
    always @(*)
    begin
        case(alu_control)
        4'b0000: alu_result = in1&in2;
        4'b0001: alu_result = in1|in2;
        4'b0010: alu_result = in1+in2;
        4'b0100: alu_result = in1-in2;
        4'b1000: begin 
            if(in1<in2)
            alu_result = 1;
            else
            alu_result = 0;
        end
        4'b0011: alu_result = in1<<in2;
        4'b0101: alu_result = in1>>in2;
        4'b0110: alu_result = in1*in2;
        4'b0111: alu_result = in1^in2;
        endcase
        if (alu_result == 0)
            zero_flag = 1'b1;
        else
            zero_flag = 1'b0;
    end
endmodule
module datapath(
    input [4:0]read_reg_num1,
    input [4:0]read_reg_num2,
    input [4:0]write_reg,
    input [3:0]alu_control,
    input regwrite,
    input clock,
    input reset,
    output zero_flag
);
    wire [31:0]read_data1;
    wire [31:0]read_data2;
    wire [31:0]write_data;
    REG_FILE reg_file_module(
    read_reg_num1,
    read_reg_num2,
    write_reg,
    write_data,
    read_data1,
    read_data2,
    regwrite,
    clock,
    reset
    );
    ALU alu_module(read_data1, read_data2, alu_control, write_data, zero_flag);
endmodule
==> design/flow/run.sh <==
#!/bin/bash
# OpenROAD 26Q1-2900-gdf79404cd8, Yosys 0.63+post, stock flow scripts
make -C /OpenROAD-flow-scripts/flow DESIGN_CONFIG=/design/flow/config.mk WORK_HOME=/design/flow/orfs finish
==> design/flow/config.mk <==
export PLATFORM = sky130hd
export DESIGN_NAME = datapath
export DESIGN_NICKNAME = datapath
export VERILOG_FILES = /design/flow/design.v
export SDC_FILE = /design/flow/constraint.sdc
export NUM_CORES = 4
export LEC_CHECK = 1
export CORE_UTILIZATION = 40
==> design/flow/constraint.sdc <==
current_design datapath

set clk_period 33.8
set clk_io_pct 0.2

create_clock -name clk0 -period $clk_period [get_ports {clock}]

set non_clock_inputs [all_inputs -no_clocks]
set_input_delay [expr $clk_period * $clk_io_pct] -clock clk0 $non_clock_inputs
set_output_delay [expr $clk_period * $clk_io_pct] -clock clk0 [all_outputs]
==> metrics.yaml <==
setup_path:
  end_kind: "output pin"
  slowest_delay_ns: 0.95
  cp_max_fo: 35
  critPathSlowestCell: "o41ai_1"
  worstSetupPathType: "input port to output pin"
  critPathLaunchType: "input port"
  crit_buf_inv: 13
  required_ns: 27.04
  cp_top_family: "adder cells"
  crit_arrival_ns: 20.57
  regToRegSetupSlack_ns: 32.79
logic_synthesis:
  synth.top_cells.by_count: "mux2_2 (1011), dfrtp_1 (944), inv_1 (581)"
  ys.flops: 1056
  syn_inst: 7944
  ys_warn_count: 3
  largest_area_cell: "dfrtp_1"
  syn_area_per_cell_um2: 9.78
  synth-main-ff-cell: "dfrtp_1"
  syn_area_mm2: 0.0777
  synthDistinctLibCells: 113
  synthArstFlopShare_pct: 97.0
  ys_area_mm2: 0.0777
  yosysMostFrequentCell: "mux2_2"
  synthTopCellsByArea: "dfrtp_1 (30%), mux2_2 (15%), fa_1 (11%)"
  synth_top_area_share_pct: 30.4
  ys_cells: 7944
  synth-edff-count: 0
clock_tree:
  tritoncts: "done"
  numCtsBuffers: 104
  clock.latency.late_pin_ns: 0.79
  htreeDepth: 3
  hold_buffers: 0
  clkSlewWorstSetupHoldPaths_ns: 0.06
  post-cts-setup-buffer-count: 0
  cts_resized: 0
  root_buffer: "clkbuf_16"
  cts_buffer_depth: 3
final_layout:
  area_growth_pct: 10.1
  drive_gt1_share_pct: 24.1
  postLayoutCoreUtil_pct: 44.4
  final-instance-count-excl-fill: 10500
placed_design:
  dpl.cell_count: 10200
  numPortBuffers: 22
  dp_slack_ns: 6.85
  dp_hpwl_um: 307000
  place_congestion: 1.11
drt:
  drt_first_pass_iters: 9
  avgViaCountPerCell: 6.99
  ant_nets: 0
  drc_errors: 0
  num_vias: 73100
  drt_iter0_markers: 8640
  wl_per_cell_um: 42.5
  totalWireLength_um: 445000
final_timing:
  unconstrained_endpoints: 32
  rsz0062_at_grt: "no"
  unclocked_regs: 32
  hold_violations: 0
  tightestPinTransition_ns: 1.57
  finClkSkew_ns: 0
  setup_ws_ns: 6.47
  setup_tns_ns: 0
  setup_violations: 0
  min_period_over_period_pct: 80.9
  post-route-min-period_ns: 27.33
  max_freq_mhz: 36.6
  drv_slew: 6
  maxSlewHeadroom_pct: -5.36
worst_hold_path:
  min_path_type: "flip-flop to flip-flop"
die:
  io_pins: 23
  initCoreUtil_pct: 40.3
  fp-row-count: 161
  die_w_um: 443
  die_h_um: 443
  die-area_mm2: 0.196
  core-area_mm2: 0.193
grt:
  overflow: 0
  grt_first_pass_wirelength_um: 608000
  grt_pass1_vias: 72600
  grt_max_degree: 75
  track_usage_pct: 46.9
  antenna_found_initial: 53
power_and_ir_drop:
  powerDensity_mw_per_mm2: 48.9
  ir_drop_mv: 0.0567
  p_leak_nw: 40.3
status:
  violations: "capacitance limit, slew limit"
  status: "finished, violations left"
run:
  log.warning_count: 91
  drv_cap: 2
state kept, by name (all words and copies together) (netlist names):
register,count
alu_module.alu_result,32
reg_file_module.reg_memory,1024
power breakdown:
| group | switching, mW | internal (mW) | total [mW] |
|---|---|---|---|
| Sequential | 0.153 | 1.38 | 1.53 |
| Combinational | 0.918 | 0.442 | 1.36 |
| Clock | 0.557 | 0.734 | 1.29 |
| Total | 1.63 | 2.55 | 4.18 |
kinds of logic after synthesis:
family / count (synthesis) / share of synthesized area [%]
muxes: 1065 / 15.4
adders and majority gates: 629 / 14.1
latches: 32 / 0.618
DFF: 1024 / 33.1
buffers and inverters: 1312 / 6.87
and+or+nand+nor: 2483 / 16.4
xor gates and xnor gates: 92 / 1.05
AOI/OAI and AO/OA: 1307 / 12.4
area by class of cell:
type	instances	area (um^2)
Timing Repair Buffer	447	3380
Clock inverter	52	769
Sequential cell	1056	26200
Antenna cell	57	143
Fill cell	18200	107000
Inverter	600	2260
Multi-Input combinational cell	5576	46700
Clock buffer	144	2970
Tap cell	2526	3160
layout by cell type (no fill, tap or decap), types with 21 or more instances in the layout:
| cell type | count |
|---|---|
| o221ai_1 | 31 |
| or4_1 | 24 |
| a22o_1 | 45 |
| fa_1 | 410 |
| nand2b_1 | 26 |
| nand3b_1 | 27 |
| inv_1 | 578 |
| or3_1 | 30 |
| a31oi_1 | 33 |
| dfstp_2 | 80 |
| mux2i_1 | 52 |
| diode_2 | 57 |
| dfrtp_1 | 944 |
| a2111oi_0 | 123 |
| nor4_1 | 50 |
| a221oi_1 | 83 |
| a221o_1 | 25 |
| xnor2_1 | 72 |
| o211ai_1 | 55 |
| mux2_2 | 1011 |
| nor2_1 | 473 |
| clkbuf_8 | 22 |
| buf_4 | 425 |
| a22oi_1 | 312 |
| o22a_1 | 21 |
| clkbuf_16 | 104 |
| a211oi_1 | 26 |
| dlxtn_1 | 32 |
| nand2_1 | 403 |
| o22ai_1 | 39 |
| a21oi_1 | 164 |
| nand4_1 | 209 |
| and3_1 | 440 |
| nand3_1 | 509 |
| o21ai_0 | 128 |
| nor3_1 | 68 |
| ha_1 | 219 |
| nor2_2 | 55 |
routing by layer:
layer / vias to the layer above / global-route usage (%) / part of all wire, %
li1: 28300 / - / -
met1: 36600 / 55.1 / 34
met2: 5962 / 65.7 / 42
met3: 2176 / 23.9 / 14
met4: 30 / 35.5 / 10
met5: - / 1.49 / 0.10
worst paths after layout:
check                                                  start                                end  cells past startpoint
max                                         read_reg_num2[4]                          zero_flag                     43
min                        reg_file_module.reg_memory[0][28]  reg_file_module.reg_memory[0][28]                      0
max reg2reg                reg_file_module.reg_memory[3][20]  reg_file_module.reg_memory[3][20]                      1
min reg2reg                reg_file_module.reg_memory[0][28]  reg_file_module.reg_memory[0][28]                      0
max in group asynchronous                              reset  reg_file_module.reg_memory[5][15]                      8
min in group asynchronous                              reset  reg_file_module.reg_memory[12][6]                      2
metrics by stage:
step	instance area [um^2]	hold WS, ns	power (mW)
after floorplan	77700	0.439	2.27
after global placement	81700	0.384	2.87
after detailed placement	81700	0.388	2.86
after CTS	85400	0.406	4.14
after global routing	85400	0.415	4.31
final	85600	0.405	4.18
No activity file was given, so power comes from the tool's default toggle rates.
